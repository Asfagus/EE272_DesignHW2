==> ./design.v <==
typedef enum bit [4:0] {reset, m2_write, Calc_C,get_D,Calc_D,Dummy,Theta,Rpi,Chi1,Chi2,Chi_iota, m2_read, idle} step;
module rounds(input clk,input rst, input [63:0] din,input pushin, input firstin,output  m2_stopin,
							input [63:0] m2rd, output reg [63:0] m2wd,output reg m2wr,output reg [2:0] m2wx,
							output reg [2:0] m2wy, output reg [2:0] m2rx, output reg [2:0] m2ry,input [63:0] m3rd, 
							output reg [63:0] m3wd, output reg m3wr, output reg [2:0] m3wx, output reg [2:0] m3wy,
							output reg [2:0] m3rx, output reg [2:0] m3ry, input stopout, output  m4_pushin, output  m4_firstin);
reg [2:0] wx2,wy2,rx2,ry2;
reg [2:0] wx3, wy3, rx3, ry3;
reg wx3_d,wy3_d;
reg [63:0] C_d,m_wd;
reg m2wr_d, m3wr_d;
step PS, NS;
reg m2_stopin_d,m4_pushin_d,m4_firstin_d;
reg [63:0] RC [23:0];
reg [4:0] round_count,round_count_d;
reg [5:0] rpi [4:0] [4:0];
assign rpi[0][0] = 0;  assign rpi[1][0] = 36; assign rpi[2][0] = 3;  assign rpi[3][0] = 41; assign rpi[4][0] = 18;
assign rpi[0][1] = 1;  assign rpi[1][1] = 44;	assign rpi[2][1] = 10; assign rpi[3][1] = 45; assign rpi[4][1] = 2; 
assign rpi[0][2] = 62; assign rpi[1][2] = 6;  assign rpi[2][2] = 43; assign rpi[3][2] = 15; assign rpi[4][2] = 61;
assign rpi[0][3] = 28; assign rpi[1][3] = 55;	assign rpi[2][3] = 25; assign rpi[3][3] = 21; assign rpi[4][3] = 56; 
assign rpi[0][4] = 27; assign rpi[1][4] = 20;	assign rpi[2][4] = 39; assign rpi[3][4] = 8;  assign rpi[4][4] = 14;
assign RC[00] = 64'h0000000000000001; 
assign RC[01] = 64'h0000000000008082;
assign RC[02] = 64'h800000000000808A;
assign RC[03] = 64'h8000000080008000;
assign RC[04] = 64'h000000000000808B;
assign RC[05] = 64'h0000000080000001;
assign RC[06] = 64'h8000000080008081;
assign RC[07] = 64'h8000000000008009;
assign RC[08] = 64'h000000000000008A;
assign RC[09] = 64'h0000000000000088;
assign RC[10] = 64'h0000000080008009;
assign RC[11] = 64'h000000008000000A;
assign RC[12] = 64'h000000008000808B;
assign RC[13] = 64'h800000000000008B;
assign RC[14] = 64'h8000000000008089;
assign RC[15] = 64'h8000000000008003;
assign RC[16] = 64'h8000000000008002;
assign RC[17] = 64'h8000000000000080;
assign RC[18] = 64'h000000000000800A;
assign RC[19] = 64'h800000008000000A;
assign RC[20] = 64'h8000000080008081;
assign RC[21] = 64'h8000000000008080;
assign RC[22] = 64'h0000000080000001;
assign RC[23] = 64'h8000000080008008;
assign m3wd = m_wd;
assign m2wd = m_wd;
assign m2_stopin = m2_stopin_d;
assign m4_pushin = m4_pushin_d;
assign m4_firstin = m4_firstin_d;
always @ (*) begin
round_count_d = round_count;
wx2=0;
wy2=0;
rx2 = 0;
ry2 = 0;
rx3=0;
ry3=0;
wx3=m3wx;
wy3=m3wy;
case (PS)
reset: begin
		m2wr_d 	= 0;
		m3wr_d = 0;
		round_count_d = 0;
    	wx2 = 0;
    	wy2 = 0; 
		rx2 = 0;
		ry2 = 0;
		wx3 = 0;
		wy3 = 4;
		rx3 = 1;
		ry3 = 0;
		C_d = 0;
		m4_pushin_d = 0;
		m4_firstin_d = 0;
		m2_stopin_d = 0;
    NS = m2_write;
		end
m2_write: begin
					round_count_d = round_count;
					C_d = din;
					m4_pushin_d = 0;
					m4_firstin_d = 0;
					m3wr_d = 0;
					wx3 = 0;
					wy3 = 4;
					rx3 = 1;
					ry3 = 0;
					ry2 = 0;
					rx2 = 0;
		 	if(m2wx == 4 & m2wy == 4)begin
				m2wr_d = 0;
				end else begin
				m2wr_d = pushin;
				end
		if(m2wx == 4 & m2wy == 4)begin
			m2_stopin_d = 1;
			NS = Calc_C;
			end else begin
			m2_stopin_d = 0;
			NS = m2_write;
			end
		case({pushin,firstin})
      2'b11: begin
								wx2 = 0;
	      				wy2 = 0;
	      			end
      2'b10: begin
					 if (m2wx == 4 & m2wy == 4)begin
							wx2 = 0;
							end else if (m2wx == 4) begin
							wx2 = 0;
							end else begin
							wx2 = m2wx +1;
							end
	     		 if (m2wx == 4 & m2wy == 4) begin
							 wy2 = 0;
					 end else if (m2wx == 4)begin
							 wy2 = m2wy + 1;
					 end else begin
					 		 wy2 = m2wy;
					 end
						end
		 default: begin		 
								wx2 = m2wx;
								wy2 = m2wy;
						end
				endcase
		end
Calc_C: begin
					round_count_d = round_count;
					m2wr_d = 0;	
					m2_stopin_d = 1;
					rx3 = 1;
					ry3 = 0;
					wy3 = 0;
					wx2 = 0;
					wy2 = 0;
					m4_pushin_d = 0;
					m4_firstin_d = 0;
				if(m2rx == 4 & m2ry == 4)begin
					ry2 = 0;
					end else if (m2ry == 4)begin
					ry2 = 0;
					end else begin
					ry2 = m2ry +1;
					end
				if(m2rx == 4 & m2ry == 4)begin
					rx2 = 0;
					end else if(m2ry == 4)begin
					rx2 = m2rx +1;
					end else begin
					rx2 = m2rx;
					end
			if(m2ry == 0)begin
				C_d = m2rd;
				end else begin
				C_d = (m_wd ^ m2rd);
				end
			if(m2ry == 4 & m2rx == 0)begin
				m3wr_d = 1;
				wx3 = 0;
				end else if(m2ry == 4 & m2rx == 1) begin
				m3wr_d = 1;
				wx3 = 1;
				end else if(m2ry == 4 & m2rx == 2)begin
				m3wr_d = 1;
				wx3 = 2;
				end else if(m2ry == 4 & m2rx == 3)begin
				m3wr_d = 1;
				wx3 = 3;
				end else if(m2ry == 4 & m2rx == 4)begin
				m3wr_d = 1;
				wx3 = 4;
				end else begin
				m3wr_d = 0;
				wx3 = m3wx;
				end
		 wy3 = 0; 
			if(m2rx == 4 & m2ry == 4)begin
					NS = get_D;
					end else begin
					NS = Calc_C;
					end
		end
get_D: begin
			wx2 = 0;
			wy2 = 0;
			wx3 = m3wx;
			wy3 = 0;
			m2_stopin_d = 1;	
			ry3 = 0;
			m3wr_d = 0;
			m2wr_d = 0;
			m4_pushin_d = 0;
			m4_firstin_d = 0;
			round_count_d = round_count;
				if(m3rx == 1)begin
					rx3 = m3rx +3;
				end else if(m3rx == 2)begin
					rx3 = m3rx - 2;
					end else if (m3rx == 3)begin
					rx3 = m3rx - 2;
					end else if (m3rx == 4)begin
					rx3 = m3rx - 2;
					end else if (m3rx == 0)begin
					rx3 = m3rx + 3;
					end else begin
					rx3 = m3rx;
					end
				C_d = {m3rd[62:0],m3rd[63]};
				NS = Calc_D;
			 end
Calc_D: begin
				wx2 = 0;
				wy2 = 0;
				m2_stopin_d = 1;
				ry3 = 0;
				wy3 = 1;
				m2wr_d = 0;
				round_count_d = round_count;
				m4_pushin_d = 0;
				m4_firstin_d = 0;
				if(m3rx == 4)begin
					rx3 = m3rx - 2;
					end else if (m3rx == 0)begin
					rx3 = m3rx + 3;
					end else if (m3rx == 1)begin
					rx3 = m3rx+3;
					end else if (m3rx == 2)begin 
						rx3 = m3rx - 2;
						end else if (m3rx == 3)begin
						rx3 = m3rx;
						end
				C_d = m_wd ^ m3rd;	
				if(m3wx == 4 & m3wy == 1)begin
					wx3 = m3wx;
					end else if(m3wx == 4)begin
					wx3 = 0;
					end else begin
					wx3 = m3wx + 1;
					end
			if(m3wx <= 4)begin
				m3wr_d = 1;
				end else begin
				m3wr_d = 0;
				end
				if(m3rx == 3 & m3ry == 0)begin
							NS = Dummy;
							end else begin
							NS = get_D;
							end
				end
Dummy:begin
			ry3 = 1;
			rx3 = 0;
			rx2 = 0;
			ry2 = 0;
			wx2 = 0;
			wy2 = 0;
			wx3 = 0;
			wy3 = 0;
			m3wr_d = 0;
			m2wr_d = 0;
			C_d = m_wd;
			round_count_d = round_count;
			m2_stopin_d = 1;
			m4_pushin_d = 0;
			m4_firstin_d = 0;
			NS = Theta;
			end
Theta: begin
				m3wr_d = 0;
				m2_stopin_d = 1;
				round_count_d = round_count;	
				m4_pushin_d = 0;
				m4_firstin_d = 0;
						wx3 = m3wx;
						wy3 = m3wy;
				ry3 = 1;
				if(m2rx == 4 & m2ry == 4)begin
					rx3 = m3rx;
				end else if(m3rx == 4)begin
					rx3 = 0;
				end else begin
					rx3 = m3rx+1;
					end
				if(m2rx == 4 & m2ry == 4)begin
					rx2 = 0;
				end else if (m2rx == 4)begin
					rx2 = 0;
				end else begin
					rx2 = m2rx + 1;
				end
				if(m2rx == 4 & m2ry == 4)begin;
					ry2 = 0;
				end else if (m2rx == 4)begin
					ry2 = m2ry + 1;
				end else begin
					ry2 = m2ry;
				end
				C_d = m3rd^m2rd;
					m2wr_d = 1;
					wx2 = m2rx;
					wy2 = m2ry;
       if(m2rx == 4 & m2ry == 4)begin
			 	NS = Rpi;
			 end else begin
			 	NS = Theta;
			 end
				end
Rpi: begin
			wx2 = m2wx;
			wy2 = m2wy;
			rx3 = 2;
			ry3 = 0;
			round_count_d = round_count;
			m2_stopin_d = 1;
			m4_pushin_d = 0;
			m4_firstin_d = 0;
			m2wr_d = 0;
			if(m2rx == 4 & m2ry == 4)begin
					rx2 = 0;
				end else if (m2rx == 4)begin
					rx2 = 0;
				end else begin
					rx2 = m2rx + 1;
				end
				if(m2rx == 4 & m2ry == 4)begin;
					ry2 = 0;
				end else if (m2rx == 4)begin
					ry2 = m2ry + 1;
				end else begin
					ry2 = m2ry;
				end
			C_d = m2rd << rpi[m2ry][m2rx] | m2rd >> 64-rpi[m2ry][m2rx];
			wx3 = m2ry;
			case({m2ry,m2rx})
			6'b000000: wy3 = 0;
			6'b000001: wy3 = 2;
			6'b000010: wy3 = 4;
			6'b000011: wy3 = 1;
			6'b000100: wy3 = 3;
			6'b001000:	wy3 = 3;
			6'b001001: wy3 = 0;
			6'b001010: wy3 = 2;
			6'b001011: wy3 = 4;
			6'b001100: wy3 = 1;
			6'b010000: wy3 = 1;
			6'b010001: wy3 = 3;
			6'b010010: wy3 = 0;
			6'b010011: wy3 = 2;
			6'b010100: wy3 = 4;
			6'b011000: wy3 = 4;
			6'b011001: wy3 = 1;
			6'b011010: wy3 = 3;
			6'b011011: wy3 = 0;
			6'b011100: wy3 = 2;
			6'b100000: wy3 = 2;
			6'b100001: wy3 = 4;
			6'b100010: wy3 = 1;
			6'b100011: wy3 = 3;
			6'b100100: wy3 = 0;
			endcase
		m3wr_d = 1;
		if(m2rx == 4 & m2ry == 4)begin
			NS = Chi1;
			end else begin
			NS = Rpi;
			end
		 end
Chi1:		 	begin
					m3wr_d = 0;	
					m2_stopin_d = 1;
					m2wr_d = 0;
					wx2 = m2wx;
					wy2 = m2wy;
					wx3 = m3wx;
					wy3 = m3wy;
					round_count_d = round_count;
					ry3 = m3ry;
					m4_firstin_d = 0;
					m4_pushin_d = 0;
				if(m3rx == 0)begin
						rx3 = 4;
						end else begin
						rx3 = m3rx - 1;
						end
					C_d = m3rd;
					NS = Chi2;
					end
Chi2:     begin
					ry3 = m3ry;	
					m2_stopin_d = 1;
					m3wr_d = 0;
					m2wr_d = 0;
					round_count_d = round_count;
					m4_pushin_d = 0;
					m4_firstin_d = 0;
					wx2 = m2wx;
					wy2 = m2wy;
					wx3 = m3wx;
					wy3 = m3wy;
					if(m3rx == 0)begin
						rx3 = 4;
						end else begin
						rx3 = m3rx - 1;
						end
					C_d = ((~m3rd) & m_wd);
					NS = Chi_iota;
						end
Chi_iota: begin
					m2_stopin_d = 1;
					m2wr_d = 1;
					rx3 = (m3rx==2?0:m3rx==3?1:m3rx==4?2:m3rx+3);
					m3wr_d = 0;
					m4_pushin_d = 0;
					m4_firstin_d = 0;
					wx3 = 4;
					wy3 = 0;
					if(m3rx == 4 & m3ry == 4)begin
						ry3 = m3ry;
						end else if (m3rx == 4) begin
						ry3 = m3ry + 1;
						end else begin
						ry3 = m3ry;
						end
						if(m3rx == 0 & m3ry == 0)begin	
				 		C_d = (m3rd ^ m_wd ^ RC[round_count]);
						end else begin
            C_d = (m3rd ^ m_wd);
						end
					if(m2wx == 4 & m2wy == 4)begin
						wx2 = 0;
						end else if (m2wx == 4) begin
						wx2 = 0;
						end else begin
						wx2 = m2wx + 1;
						end
					if(m2wx == 4 & m2wy == 4 )begin
						wy2 = 0;
						end else if (m2wx == 4)begin
						wy2 = m2wy + 1;
						end else begin
						wy2 = m2wy;
						end
					if(m3rx == 4 & m3ry == 4)begin
						if(round_count == 23	)begin
								round_count_d = 0;
								NS = m2_read;
								end else begin 		
								round_count_d = round_count + 1;
								NS = Calc_C;
								end 
								end
								else begin
								NS = Chi1;
								end
					end
m2_read: begin
				m2wr_d = 0;
				m3wr_d = 0;
				m2_stopin_d = 1;
				round_count_d = round_count;
				C_d = m_wd;
				wx3 = m3wx;
				wy3 = m3wy;
				if(stopout)begin
					wx2 = m2wx;
					wy2 = m2wy;
					NS = PS;
					m4_pushin_d = 0;
					m4_firstin_d = 0;
				end else begin
					if(m2rx == 4)
						rx2 = 0;
						else 
							rx2 = m2rx + 1;
					if(m2ry == 4 & m2rx == 4)
							ry2 = 0;
							else if(m2rx == 4)
							ry2 = m2ry + 1;
							else
								ry2 = m2ry;
						if(m2ry == 4 & m2rx == 4)begin
							NS = idle;
							end else begin
							NS = m2_read;
							end
						if(m2ry == 0 & m2rx == 0)begin
							m4_pushin_d = 1;
							m4_firstin_d = 1;
							end else begin
							m4_pushin_d = 1;
							m4_firstin_d = 0;
							end
							end
				end	
idle: begin
		m2wr_d 	= 0;
		m3wr_d = 0;
		round_count_d = 0;
    wx2 = 0;
    wy2 = 0; 
		rx2 = 0;
		ry2 = 0;
		wx3 = 0;
		wy3 = 4;
		rx3 = 1;
		ry3 = 0;
		C_d = 0;
		m4_pushin_d = 0;
		m4_firstin_d = 0;
		m2_stopin_d = 1;
		NS = m2_write;
			end
default: begin
				m2wr_d 	= m2wr;
				m3wr_d = m3wr;
				round_count_d = round_count;
    		wx2 = 0;
    		wy2 = 0; 
				rx2 = 0;
				ry2 = 0;
				wx3 = 0;
				wy3 = 0;
				rx3 = 0;
				ry3 = 0;
				C_d = m_wd;
				m4_pushin_d = 0;
				m4_firstin_d = 0;
				m2_stopin_d = 1;
				NS = m2_write;
				end	
		endcase
end
always @ (posedge clk or posedge rst)begin
if (rst) begin
m2wr <= 0;
m2wx <= 0;
m2wy <= 0;
m2rx <= 0;
m2ry <= 0;
m_wd <= 0;
round_count <= 0;
m3wr <= 0;
m3wx <= 0;
m3wy <= 0;
m3rx <= 0;
m3ry <= 0;
PS <= reset;
wx3_d<=0;
wy3_d<=0;
end else begin
m2wr <= #1 m2wr_d;
m2wx <= #1 wx2;
m2wy <= #1 wy2;
m2rx <= #1 rx2;
m2ry <= #1 ry2;
m_wd <= #1 C_d;
round_count <= #1 round_count_d;
m3wr <= #1 m3wr_d;
m3wx <= #1 wx3;
m3wy <= #1 wy3;
m3rx <= #1 rx3;
m3ry <= #1 ry3;
PS <= #1 NS;
wy3_d<= #1 wy3;
wx3_d<= #1 wx3;
end
end
endmodule
==> ./run.sh <==
#!/bin/bash
# OpenROAD 26Q1-2900-gdf79404cd8, Yosys 0.63+post, stock flow scripts
make -C /OpenROAD-flow-scripts/flow DESIGN_CONFIG=/design/flow/config.mk WORK_HOME=/design/flow/orfs finish
==> ./config.mk <==
export PLATFORM = sky130hd
export DESIGN_NAME = rounds
export DESIGN_NICKNAME = rounds
export VERILOG_FILES = /design/flow/design.v
export SDC_FILE = /design/flow/constraint.sdc
export NUM_CORES = 4
export LEC_CHECK = 1
export CORE_UTILIZATION = 50
==> ./constraint.sdc <==
current_design rounds

set clk_period 16.4
set clk_io_pct 0.2

create_clock -name clk0 -period $clk_period [get_ports {clk}]

set non_clock_inputs [all_inputs -no_clocks]
set_input_delay [expr $clk_period * $clk_io_pct] -clock clk0 $non_clock_inputs
set_output_delay [expr $clk_period * $clk_io_pct] -clock clk0 [all_outputs]
==> impl_metrics.toml <==
# physical design summary
[status]
status = "completed"

[synthesis]
ys.flops = 108
synth_area_um2 = 20500
synthArstFlopShare_pct = 100
ys_chip_area_um2 = 20500
ys_seq_share_pct = 13.2
synth_cells = 2656
ys_types = 84
avgSynthCellArea_um2 = 7.72
flop_cell = "dfrtp_1"
ys_cells = 2656
yosysWarnings = 54
edf_count = 0

[critical_path]
critPathBufInv = 6
crit_type = "flip-flop to flip-flop"
critPathSlowestCell = "a21oi_1"
slowest_delay_ns = 0.87
path_cells = "inv_1 > ha_1 > ha_2 > inv_1 > ha_1 > inv_1 > fa_1 > inv_1 > ha_1 > xnor2_1 > nor2_1 > a211oi_1 > mux2_8 > buf_4 > buf_4 > mux2i_1 > mux2i_1 > mux2i_1 > mux2i_1 > a22o_1 > a21oi_1 > o221ai_1"
worstPathRequired_ns = 16.60
critical-path-top-delay-family = "multiplexers"
crit_fanout = 46
startpoint_type = "flip-flop"
cp_data_arrival_time_ns = 8.92
crit_path_end_kind = "flip-flop"

[clock_network]
h-tree-depth = 3
cts-root-buf = "clkbuf_16"
cts_tree = "yes"
cts_buffers = 9
ctsHoldBuffers = 0
cts_setup_buffers = 0
clock_path_buffers = 2
cts-resized-gates = 0
cts.sinks = 108
clkTransAtPathRegs_ns = 0.08
insertion_delay_ns = 0.39

[sta]
hold_slack_ns = 0.534
setup_viol = 0
skew_ns = 0.0208
hold_violations = 0
tns_ns = 0
max_freq_ghz = 0.115
finalClockPeriodUsage_pct = 53.1
rsz0062_at_grt = "no"
relSlewSlack_pct = 20.9
worstMarginPinSlew_ns = 1.15
slew_viol_final = 0
period_needed_ns = 8.71
layout_setup_ws_ns = 7.69

[route]
avgRoutedWirePerCell_um = 32.9
drc = 0
first_pass_iters = 9
ant_nets = 0
vias = 24000
routed_wl_mm = 108
vias_per_cell = 7.32
drt_iter0_drc = 3193

[grt]
grt_overflow_total = 0
grt_use_total_pct = 52.6
grt_first_pass_wirelength_mm = 155
antenna_found_initial = 6
first_global_vias = 22300
grt_max_degree = 67

[cells_and_area]
post-route-cell-area_um2 = 23900
lay_top_cells = "clkdlybuf4s50_1 (353), mux2i_1 (256), nand2_1 (236)"
fillers = 3459
fin_cells = 3275
synthToLayoutAreaGrowth_pct = 16.6
layout_top_cell = "clkdlybuf4s50_1"
drive_gt1_share_pct = 8.12
mi_logic_area_um2 = 15800
seq_area_um2 = 2710

[placed_design]
port_buffers = 353
dp_hpwl_mm = 80.8
dp_cells = 3256
dp_slack_ns = 7.97
post_dp_cell_area_um2 = 23600
gp_congestion = 1.22

[hold_path]
hold_class = "flip-flop to flip-flop"

[pwr]
p_per_area_nw_per_um2 = 184
ir_worst_vdd_v = 0.000157
p_leak_uw = 0.00942

[floorplanning]
initial_core_util_pct = 51.1
chip_area_um2 = 41800
die_w_um = 204
io_pins = 354
rows = 73
core_area_um2 = 40100
die_y_um = 204

[run]
warnings = 43
maxCapViolCount = 0
-- where the power goes --
part           internal, µW  leakage [µW]  total (µW)  switching, µW
Sequential              285       0.00137         340           55.0
Clock                   122      0.000147         246            124
Combinational          1310       0.00790        3820           2510
Total                  1720       0.00942        4400           2690
-- cells in the mapped netlist (all sizes together) (10+ instances only) --
| library cell | n | area (µm²) |
|---|---|---|
| a2111oi | 10 | 87.6 |
| a211oi | 33 | 248 |
| a21oi | 167 | 836 |
| a221oi | 56 | 490 |
| a222oi | 60 | 601 |
| a22oi | 12 | 90.1 |
| a31oi | 18 | 113 |
| and2 | 12 | 75.1 |
| and3 | 26 | 163 |
| buf | 157 | 978 |
| clkbuf | 183 | 694 |
| dfrtp | 107 | 2680 |
| ha | 104 | 1300 |
| inv | 106 | 398 |
| mux2 | 43 | 488 |
| mux2i | 256 | 2560 |
| mux4 | 65 | 1460 |
| nand2 | 240 | 901 |
| nand2b | 30 | 188 |
| nand3 | 49 | 245 |
| nand4 | 10 | 62.6 |
| nor2 | 169 | 634 |
| nor2b | 53 | 332 |
| nor3 | 48 | 252 |
| o211ai | 61 | 458 |
| o21ai | 222 | 1110 |
| o221ai | 19 | 166 |
| o22ai | 37 | 231 |
| o31ai | 20 | 150 |
| or3 | 10 | 62.6 |
| xnor2 | 74 | 671 |
| xor2 | 71 | 622 |
-- flip-flops by register name (all words and copies together), names as in the netlist, named ones only --
signal and count:
PS 12, m2rx 3, m2ry 3, m2wr 1, m2wx 3, m2wy 3
m3rx 3, m3ry 3, m3wr 1, m3wx 3, m3wy 3, m_wd 64
round_count 5
-- metrics by stage --
step           total power, µW  util [%]
2_1_floorplan             2680         -
3_3_place_gp              3890      58.8
3_5_place_dp              3880      58.8
4_1_cts                   4140      59.6
5_1_grt                   4480      59.6
6_report                  4400      59.6
-- final timing paths --
path                                   start                    to  slack [ns]  cells past startpoint
min in group asynchronous                rst  m_wd[63]$_DFFE_PP0P_        3.30                      2
max reg2reg                m2ry[0]$_DFF_PP0_  m_wd[47]$_DFFE_PP0P_        7.69                     22
min                          PS[9]$_DFF_PP0_       PS[6]$_DFF_PP0_        0.53                      1
min reg2reg                  PS[9]$_DFF_PP0_       PS[6]$_DFF_PP0_        0.53                      1
max in group asynchronous                rst  m_wd[33]$_DFFE_PP0P_       12.09                      3
max                        m2ry[0]$_DFF_PP0_  m_wd[47]$_DFFE_PP0P_        7.69                     22
-- cell type report --
type / instances / area share (%)
flip-flops and latches: 108 / 11.3
multi-input cells: 2098 / 66.2
clock buffers: 11 / 0.974
repair buffers: 415 / 16.7
clock inverters: 5 / 0.283
diodes: 3 / 0.0314
inverters: 110 / 1.74
well taps: 525 / 2.75
-- kinds of logic (layout without fill, tap and decap cells) --
group,Yosys count,after routing,synth area share [%]
AND-OR/OR-AND,812,812,26.6
XOR/XNOR,147,147,6.53
adder cells (fa/ha/maj),106,106,6.54
buffers and inverters,450,541,10.2
flip-flops,108,108,13.2
multiplexers,364,364,22.0
other,1,4,0.0183
AND/OR/NAND/NOR,668,668,14.9
-- per-layer routing --
metal | GRT usage (%) | wire length, µm | up-vias
met2 | 71.9 | 43300 | 2292
met5 | 2.86 | 195 | -
met1 | 65.8 | 37800 | 11100
met4 | 38.0 | 10200 | 10
li1 | - | - | 10000
met3 | 23.2 | 16200 | 546
Power is estimated from default activity; no workload was simulated.
