===== ./run.sh =====
#!/bin/bash
# OpenROAD 26Q1-2900-gdf79404cd8, Yosys 0.63+post, stock flow scripts
make -C /OpenROAD-flow-scripts/flow DESIGN_CONFIG=/design/flow/config.mk WORK_HOME=/design/flow/orfs finish

===== ./config.mk =====
export PLATFORM = sky130hd
export DESIGN_NAME = fifo_block
export DESIGN_NICKNAME = fifo_block
export VERILOG_FILES = /design/flow/design.v
export SDC_FILE = /design/flow/constraint.sdc
export NUM_CORES = 4
export LEC_CHECK = 1
export CORE_UTILIZATION = 50

===== ./constraint.sdc =====
current_design fifo_block

set clk_period 7.7
set clk_io_pct 0.2

create_clock -name clk0 -period $clk_period [get_ports {clk}]

set non_clock_inputs [all_inputs -no_clocks]
set_input_delay [expr $clk_period * $clk_io_pct] -clock clk0 $non_clock_inputs
set_output_delay [expr $clk_period * $clk_io_pct] -clock clk0 [all_outputs]

===== ./design.v =====
module fifo_block (clk, rst, w_en, r_en, full, empty, data_in, data_out);
	parameter mem_width = 40;	
	parameter depth = 6;
	parameter fifo_width = (1 << depth);
	input clk, rst, w_en, r_en;
	output reg full, empty;
	input [mem_width - 1 : 0] data_in;
	output reg [mem_width - 1 : 0] data_out;
	integer i;
	reg [mem_width - 1:0] fifo_memory [fifo_width - 1:0];
	reg [depth - 1 : 0] read_pointer, write_pointer;
	reg [depth : 0] fifo_pointer;
	always @(fifo_pointer)
	begin
		if (fifo_pointer == 0)
			empty = 1'b1;
		else
			empty = 1'b0;
		if (fifo_pointer < fifo_width)
			full = 1'b0;
		else
			full = 1'b1;		
	end
	assign data_out = fifo_memory[read_pointer];
	always @( posedge clk or posedge rst)
	begin
		if (rst)
		begin
			for (i = 0; i < fifo_width; i = i + 1)
			begin
				fifo_memory[i] <= 0;
			end
		end
		else
		begin
			if (w_en == 1'b1 && full == 1'b0)
				fifo_memory[write_pointer] <= #1 data_in;
		end
	end
	always @(posedge clk or posedge rst)
	begin
		if (rst)
		begin
			write_pointer <= 1'b0;
			read_pointer <= 1'b0;	
			fifo_pointer <= 1'b0;		
		end
		else
		begin
			if (w_en == 1'b1 && full == 1'b0)
			begin
				write_pointer <= #1 write_pointer + 1;
				fifo_pointer <= #1 fifo_pointer + 1;
			end
			if (r_en == 1'b1 && empty == 1'b0)
			begin
				read_pointer <= #1 read_pointer + 1;
				fifo_pointer <= #1 fifo_pointer - 1;
			end
		end
	end
endmodule : fifo_block

==> out/metrics.sh <==
CTS_HOLD_BUF=0
TIMING.HOLD.WORST.CLASS='reg2reg'
DETAIL_ROUTE.DRC_VIOLATIONS=0
SYN_AVG_CELL_AREA_SQ_UM=13.5
CLK_SINKS=2579
PATH_MAX_FANOUT=20
HOLD_VIOL=0
DRT_ITER0_DRC=6524
FLOORPLAN.CORE_UTIL_PCT=50.3
SYNTH-WARNING-COUNT=3
POST_CTS.RESIZED_INSTANCES=0
MAPPED_AREA_SQ_UM=112000
OVERFLOW=0
CLOCK_LATENCY_PS=930
TIMING.FINAL.CRIT_SHARE_PCT=93.0
CORE_AREA_SQ_UM=223000
ROUTE.VIAS.TOTAL=75700
CTS_MAX_PATH_BUFFERS=4
SEQPWRFRAC_PCT=45.5
ROOT_CELL_OF_THE_CLOCK_TREE='clkbuf_16'
IO_BUFFER_COUNT=85
PROPORTION_OF_POWER_DRAWN_BY_THE_CLOCK_NETWORK_PCT=32.9
POWER_DENSITY_nW_PER_UM2=327
IRDROPWORSTVDD_uV=280
TIMING.SETUP.CRITICAL_PATH_CLASS='reg2out'
P_COMB_SHARE_PCT=21.6
SYNTH_CHIP_AREA_SQ_UM=112000
GLOBAL_ROUTE.USAGE.TOTAL_PCT=40.0
SWITCHING_POWER_mW=11.9
SYNTH_FLOP_COUNT=2579
SYN-INSTANCE-COUNT=8298
SETUP_VIOL=0
FINAL_SKEW_PS=44.0
FIRST_GLOBAL_VIAS=75900
STATUS='complete, no violations'
FINAL_CELL_AREA_SQ_UM=126000
DETAILEDPLACEMENTHPWL_MM=243
EDF_COUNT=0
LAY_TOP_COUNT='dfrtp_1'
SYNTH.LIB_CELLS_USED.DISTINCT=67
POST_DRT_WL_PER_CELL_MICRONS=36.9
YOSYS-STAT-CELLS=8298
LAYOUT.CELLS.MOST_COMMON_LIST='2579 x dfrtp_1, 2568 x mux2_2, 1195 x a22oi_1'
IO_PINS=86
FINAL_PERIOD_MINUS_WORST_SETUP_SLACK_PS=7160
NUM_CTS_BUFFERS=292
P_LEAK_nW=59.8
SETUP_REPAIR_AFTER_GLOBAL_ROUTING_MISSED_ITS_MARGIN='no'
CAP_VIOLATIONS=0
FINAL_LAYOUT_SIZE_SUFFIX_GT1_SHARE_PCT=41.7
POST-CTS-SETUP-BUFFERS=0
CTS_H_TREE_DEPTH=5
CP_DATA_REQUIRED_TIME_PS=6160
RELSLEWSLACK_PCT=26.6
DRT_PRE_ANTENNA_ITERS=6
DIE-AREA_SQ_UM=226000
MET3ROUTEDLENGTH_MM=60.4
ACHIEVABLE-FREQUENCY_MHz=140
GRT_FIRST_PASS_WIRELENGTH_MM=592
TNS_PS=0
DETAIL_ROUTE.VIAS_PER_CELL=6.67
ASYNC_RESET_FF_SHARE_PCT=100
WL_MET1_MM=157
PLACEDINSTANCEAREA_SQ_UM=117000
CRIT_START_CATEGORY='flop'
HIGHEST_METAL_LAYER_WITH_SIGNAL_WIRES='met5'
DETAIL-ROUTE-ANTENNA-NETS=0
DIE_HEIGHT_MICRONS=475
REPORT.FINAL.SLEW_VIOL_COUNT=0
CP.ARRIVAL_PS=5620
INTERNAL-POWER_mW=29.3
LARGEST_NET_DEGREE_AT_THE_START_OF_GLOBAL_ROUTING=131
ROWS=173
PLACE.GP.CONGESTION=0.945
CHIPWIDTH_MICRONS=475
AREAGROWTHSYNTHTOFINISH_PCT=12.3
TIMING_WORST_SLEW_PIN_VALUE_PS=1090
DOMINANTREGCELLSYNTH='dfrtp_1'
GRT_ANTENNA_BEFORE_REPAIR=15
PATH_CLK_SLEW_PS=60
TOOL_WARNINGS=77
SEQUENTIAL_SHARE_OF_THE_SYNTHESIZED_AREA_PCT=57.6
POWER.SHARE.SWITCHING_PCT=28.9
DRT-TOTAL-WL_MM=419
WORST_SETUP_END_KIND='primary output'
MET2_WIRELENGTH_MM=178
CTS_TREE='built'
routing by layer:
layer  up-vias  global-route usage, %
li1      30400                      -
met2      4064                   53.7
met3      1147                   22.5
met4        34                   16.7
met5         -                   1.32
met1     40000                   54.9
critical path: stages, from the launching register on:
cell	delay, ps
dfrtp_1	430
inv_1	110
ha_1	710
or3b_2	670
nor2_4	660
buf_4	600
a22oi_1	170
nand3_1	120
nor4_1	60
nand3_1	410
mux2_2	260
clkdlybuf4s50_1	460
power by group through the flow:
stage | sequential [mW] | clock [mW] | combinational, mW
6_report | 18.7 | 13.5 | 8.91
5_1_grt | 19.2 | 14.2 | 9.47
4_1_cts | 18.7 | 13.6 | 8.81
metrics by stage:
stage	utilization, %	setup WS, ps	hold WS, ps	power (mW)	std cells
floorplan	-	-29700	459	24.3	8298
global placement	52.4	1750	468	27.4	10800
detailed placement	52.4	1740	475	27.7	10800
CTS	56.5	752	488	41.2	11300
global route	56.5	390	496	42.8	11300
finish	56.5	537	487	41.2	11300
cell families after synthesis:
family                   share of synthesized area [%]
adder cells (fa/ha/maj)                          0.163
AND/OR/NAND/NOR                                   4.02
AND-OR/OR-AND                                     8.65
flip-flops                                        57.6
multiplexers                                      26.2
buffers and inverters                             3.27
XOR/XNOR                                         0.109
flip-flops by register name, indices dropped and copies added (netlist names):
name           cells
fifo_memory     2560
fifo_pointer       7
read_pointer       6
write_pointer      6
cell type report:
class	count	area (sq um)
fillers	17600	96700
flip-flops and latches	2579	64500
multi-input cells	4870	44800
clock buffers	435	8630
well taps	2975	3720
repair buffers	408	3560
clock inverters	41	497
inverters	16	63.8
diodes	20	50.0
worst paths after layout:
check | cells past startpoint | slack [ps] | from | end
worst min register to register | 1 | 490 | fifo_memory[15][22] | fifo_memory[15][22]
worst max-delay path | 11 | 540 | read_pointer[1] | data_out[1]
worst max register to register | 7 | 4000 | fifo_pointer[6] | fifo_memory[13][21]
min in group asynchronous | 3 | 1510 | rst | fifo_memory[44][15]
worst min-delay path | 1 | 490 | fifo_memory[15][22] | fifo_memory[15][22]
max in group asynchronous | 5 | 4360 | rst | fifo_memory[52][23]
synthesized netlist by cell type, types with 9 or more instances:
master / number / area, sq um
a21oi_1: 18 / 90.1
a222oi_1: 15 / 150
a22o_1: 11 / 96.3
a22oi_1: 1195 / 8970
buf_1: 58 / 218
buf_2: 280 / 1400
buf_4: 13 / 97.6
buf_6: 9 / 101
clkbuf_1: 471 / 1770
dfrtp_1: 2579 / 64500
ha_1: 13 / 163
inv_1: 16 / 60.1
mux2_1: 33 / 372
mux2_2: 2568 / 28900
nand2_1: 380 / 1430
nand3_1: 31 / 155
nand4_1: 187 / 1170
nor2_1: 181 / 679
nor3_1: 49 / 245
nor4_1: 62 / 388
o21ai_0: 22 / 110
xnor2_1: 12 / 105
No activity file was given, so power comes from the tool's default toggle rates.
